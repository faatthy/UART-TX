--- /design/flow/config.mk ---
export PLATFORM = sky130hd
export DESIGN_NAME = UART_TX_TOP
export DESIGN_NICKNAME = UART_TX_TOP
export VERILOG_FILES = /design/flow/design.v
export SDC_FILE = /design/flow/constraint.sdc
export NUM_CORES = 4
export LEC_CHECK = 1
export CORE_AREA = 10 10 82 82
export DIE_AREA = 0 0 92 92
--- /design/flow/constraint.sdc ---
current_design UART_TX_TOP

set clk_period 3.5
set clk_io_pct 0.2

create_clock -name clk0 -period $clk_period [get_ports {clk}]

set non_clock_inputs [all_inputs -no_clocks]
set_input_delay [expr $clk_period * $clk_io_pct] -clock clk0 $non_clock_inputs
set_output_delay [expr $clk_period * $clk_io_pct] -clock clk0 [all_outputs]
--- /design/flow/design.v ---
module MUX4x1 (
    input start_bit,stop_bit,ser_data,parity_bit,
    input [1:0] mux_sel,
    output reg TX_OUT
);
always @(*)
begin
  case(mux_sel)
  2'b00:TX_OUT<=start_bit;
  2'b01:TX_OUT<=stop_bit;
  2'b10:TX_OUT<=ser_data;
  2'b11:TX_OUT<=parity_bit;
endcase
end
endmodule
module PARITY 
#(parameter parity_type=0)(
    input parity_en,data_valid,rst,clk,busy,
    output reg parity_out,
    input [7:0] parity_data
);
always @(*)
begin
  if(!rst)
  parity_out<=1'b0;
  else if(parity_en&&data_valid&&!busy)
  begin
    if(!parity_type)
    parity_out<=^parity_data;
    else if(parity_type==1'b1)
    parity_out<=~^parity_data;
  end
end
endmodule 
module SERIALIZER(
    input rst,clk,
    input [7:0] data,
    input ser_en,
    output wire ser_done,
    output reg ser_out,
    input data_valid,busy
);
reg [7:0] registers;
reg [3:0] counter=4'b0000;  
always @(posedge clk,negedge rst)
begin
  if(!rst)
  begin
    counter<=2'b00;
    registers<=8'b00;
    ser_out<=1'b0;
  end
  else if(data_valid&&!busy)
  begin
    registers<=data;
    ser_out<=1'b0;
    counter<=4'b0000;
  end
  else if(ser_en&&counter!=4'b1000)
  begin
    {registers,ser_out}<={1'b0,registers};
    counter<=counter+1;
  end
else
counter<=4'b0000;
end
assign ser_done=(counter==4'b1000)?1'b1:1'b0;
endmodule
module UART_TX_FSM (
    input rst,clk,
    input ser_done,data_valid,
    output reg busy,
    output reg [1:0] mux_sel,
    output reg ser_en,
    input parity_en
);
localparam idle_state =3'b000;
localparam start_state=3'b001;
localparam data_state=3'b010;
localparam parity_state=3'b011;
localparam stop_state=3'b100;
reg [2:0] next_state;
reg [2:0] current_state;
always @(posedge clk,negedge rst)
begin
  if(!rst)
  current_state<=idle_state;
  else
  current_state<=next_state;
end
always @(*)
begin
  case(current_state)
  idle_state:
  begin
    if(data_valid)
    next_state=start_state;
    else
    next_state=idle_state;
  end
  start_state:next_state=data_state;
  data_state:begin
    if(ser_done)
    begin
    if(parity_en)
    next_state=parity_state;
    else
    begin
    next_state=stop_state;
    end
    end
    else
    next_state=data_state;
  end
  parity_state:next_state=stop_state;
  stop_state:begin
    if(data_valid)
    next_state=start_state;
else
next_state=idle_state;
  end
  default:next_state=idle_state;
  endcase
end
always@(*)
begin
  case(current_state)
  idle_state:
  begin
  ser_en=1'b0;
  busy=1'b0;
  mux_sel=2'b01;    
  end
  start_state:
  begin
    ser_en=1'b1;
    busy=1'b1;
    mux_sel=2'b00;    
  end
  data_state:
  begin
    busy=1'b1;
    mux_sel=2'b10;    
    if(ser_done)
    ser_en=1'b0;
    else
    ser_en=1'b1;
  end
  parity_state:
  begin
    ser_en=1'b0;
    busy=1'b1;
    mux_sel=2'b11;    
  end
  stop_state:
  begin
    ser_en=1'b0;
    busy=1'b0;      
    mux_sel=2'b01;    
  end
  default:begin
    ser_en=1'b0;
    busy=1'b0;
    mux_sel=2'b01;
  end
  endcase
end
endmodule
module UART_TX_TOP
#(parameter parity_type=0)(
    input [7:0]P_Data,
    input clk,rst,data_valid,parity_en,
    output TX_OUT,busy
);
wire ser_en,ser_done;
wire [1:0] mux_sel;
wire ser_out;
wire parity_out;
PARITY  #(.parity_type(parity_type))PARITY_CALC(
    .rst(rst),
    .clk(clk),
    .parity_en(parity_en),
    .parity_data(P_Data),
    .parity_out(parity_out),
    .data_valid(data_valid),
    .busy(busy)
);
SERIALIZER serializer(
    .rst(rst),
    .clk(clk),
    .ser_en(ser_en),
    .ser_done(ser_done),
    .ser_out(ser_out),
    .data_valid(data_valid),
    .data(P_Data),
    .busy(busy)
);
UART_TX_FSM FSM (
    .rst(rst),
    .clk(clk),
    .ser_done(ser_done),
    .data_valid(data_valid),
    .busy(busy),
    .mux_sel(mux_sel),
    .ser_en(ser_en),
    .parity_en(parity_en)
);
MUX4x1 MUX(
    .start_bit(1'b0),
    .stop_bit(1'b1),
    .parity_bit(parity_out),
    .ser_data(ser_out),
    .TX_OUT(TX_OUT),
    .mux_sel(mux_sel)
);
endmodule
--- /design/flow/run.sh ---
#!/bin/bash
# OpenROAD 26Q1-2900-gdf79404cd8, Yosys 0.63+post, stock flow scripts
make -C /OpenROAD-flow-scripts/flow DESIGN_CONFIG=/design/flow/config.mk WORK_HOME=/design/flow/orfs finish
==> changes_impl.md <==
### Implementation results

- Portion of synthesized cell area occupied by the leading cell type: a little under half
- Number of port buffers: 13
- Clock Tree Buf Depth: 2
- Worst hold path depth: 1
- Hold Path End: serializer.counter[0]
- Max-slew violation count: 0
- Number of detailed-routing iterations run before antenna repair: 4
- Total clock buffers created by CTS: 3
- CP Data Arrival Time: roughly 1.5 ns
- Vias: approximately 640
- Hold buffer count at cts: 0
- Fillers: around 570
- Syn avg cell area: ~10 sq um
- Post-synthesis chip area from yosys: 917 sq um
- Worst-margin pin slew: roughly 0.45 ns
- Die Height: around 92 microns
- Violation tally from detailed-route iteration zero: 16
- PD cells: a little over 700 nW/um^2
- Worst path setup slack after routing: approximately 1.3 ns
- Flip-flop and latch area: between 400 and 500 sq um
- Cell type with the highest aggregate area in the netlist: sky130_fd_sc_hd__dfrtp_1
- Static power due to leakage: 0.492 nW
- Total routing usage reported by global routing: 4.43%
- AND-OR/OR-AND Cells, Area Fraction: around 11%
- Synthesized registers: 19
- Unrepaired setup endpoints after global routing: false
- # Post-CTS Setup Buffers: 0
- Floorplan die width: around 92 microns
- Worst reg2reg path depth: 6
- Number of unconstrained endpoints: 1
- Fin crit share: a little over three fifths
- Number of I/O pins: 14
- Result of the run: finished, final reports clean
- TritonCTS clock tree: built
- Share of synthesized cell area in full adder, half adder and majority cells: under 10%
- Top area cells in the synthesized netlist: sky130_fd_sc_hd__dfrtp_1 (46%), sky130_fd_sc_hd__xnor2_1 (6.7%), sky130_fd_sc_hd__nor2_1 (4.5%), sky130_fd_sc_hd__nand2_1 (4.1%), sky130_fd_sc_hd__a21oi_1 (3.3%)
- Max-slew headroom: 69.8%
- Cell area after placement: between 1000 and 1500 sq um
- Fraction of layout cells with a size suffix above 1: a little under a tenth
- Netlist area before placement: 917 sq um
- Register pins left without a clock: 1
- Post-Route Setup TNS: 0 ns
- Proportion of synthesized flip-flops having asynchronous set or reset: between 90% and 100%
- Deepest level of the CTS H-tree: 1
- Post-detailed-route via-to-cell ratio: 3.67
- Commonest cells post-synth: sky130_fd_sc_hd__dfrtp_1 (17), sky130_fd_sc_hd__nor2_1 (11), sky130_fd_sc_hd__nand2_1 (10), sky130_fd_sc_hd__xnor2_1 (7), sky130_fd_sc_hd__a21oi_1 (6)
- Routed wire per std cell: between 10 and 15 microns
- Global-route wire length before repair: 3.16 mm
- Final Util: a little under a quarter
- Final Critical Period: roughly 2.2 ns
- CTS root buf: sky130_fd_sc_hd__clkbuf_8
- Tally of max-capacitance violations: 0
- Xor-xnor portion of the synthesized cell area: about 8.6%
- Setup slack after placement: between 1.5 and 2 ns
- Grt ovf: 0
- Cells in synth_stat.txt: about 90
- Multi-input combinational cell area: 405 sq um
- Post-Route Hold Slack: ~0.50 ns
- Data required time at the worst endpoint: approximately 2.8 ns
- Startpoint kind of the worst setup timing path: register
- Number of nets with antenna violations after routing: 0
- End of the worst register-to-register path: serializer.ser_out
- Skew final: ~0.0036 ns
- Maximum number of pins on one net before global-route repair: 21
- Number of hold violations in the final report: 0
- Reg-to-reg slack, setup: 2.00 ns
- Dominant cell by count in the synthesized netlist: sky130_fd_sc_hd__dfrtp_1
- Diodes inserted: 0
- Count of endpoints failing setup in the final report: 0
- Worst vdd ir: 244 uV
- Worst-path maximum fanout: 7
- Startpoint of the worst register-to-register path: serializer.counter[0]
- Kind of path behind the tightest hold check: register to register
- Core box area: roughly 5000 sq um
- Hold path startpoint: serializer.counter[0]
- Via count of the first global-routing pass: around 650
- Cts repair resizes: 0
- DPL Wire Length: between 1 and 1.5 mm
- Fmax achieved: about 450 MHz
- Dominant combinational cell family by area after synthesis: simple AND/OR/NAND/NOR gates
- Post-synthesis cell type count: 30
- Category of the worst setup path capture point: output pin
- Number of antenna violations at the first check in global routing: 0
- Area fraction in mux cells: 2.18%
- Warnings, synthesis: 4
- Post-route DRC violation count: 0
- Clock insertion delay at the later pin of the skew report: between 0.2 and 0.3 ns
- Fp_density: between 10% and 20%
- Commonest register cell after synthesis: sky130_fd_sc_hd__dfrtp_1
- Final design instance area without fill: about 1200 sq um
- Clock-pin slew of the registers on the worst-case setup and hold paths: around 0.070 ns
- Number of enable-type register cells in the synthesized netlist: 0
- Number of placement rows: 26
- Weighted congestion reported at the end of routability-driven placement: around 0.76
- Area fraction in and, or, nand and nor cells after synthesis: between 10% and 20%
- Chip area: 8460 sq um
- Gate count of the mapped netlist: roughly 90
- Setup Crit Path Kind: register to output pin
- Tally of OpenROAD warnings: 26
- Area growth, synth to finish: 27.3%
- Total Wirelength: between 1.5 and 2 mm
-- layer usage --
| layer | part of all wire (%) | up-vias | track usage (%) |
|---|---|---|---|
| met4 | 0 | 0 | 0 |
| li1 | - | 328 | - |
| met2 | 40 | 10 | 5.65 |
| met1 | 52 | 304 | 6.78 |
| met5 | 0 | - | 0 |
| met3 | 8.1 | 0 | 2.39 |
-- through the flow --
step / total power [W] / std cells
2_1_floorplan: 0.000595 / 90
3_3_place_gp: 0.000666 / 171
3_5_place_dp: 0.000671 / 171
6_report: 0.000832 / 175
5_1_grt: 0.000902 / 175
4_1_cts: 0.000843 / 175
-- area by class of cell --
| type | instances | area share, % |
|---|---|---|
| inverter | 4 | 1.29 |
| sequential | 19 | 40.0 |
| timing repair buffer | 14 | 11.8 |
| clock buffer | 4 | 4.72 |
| multi-input combinational | 64 | 34.7 |
| tap | 70 | 7.50 |
-- layout by cell type (no fill, tap or decap) --
cell,n
sky130_fd_sc_hd__a21boi_0,1
sky130_fd_sc_hd__a21oi_1,6
sky130_fd_sc_hd__a22o_1,2
sky130_fd_sc_hd__a22oi_1,1
sky130_fd_sc_hd__and2_1,3
sky130_fd_sc_hd__and3_1,1
sky130_fd_sc_hd__and3b_1,1
sky130_fd_sc_hd__buf_4,1
sky130_fd_sc_hd__clkbuf_8,4
sky130_fd_sc_hd__clkdlybuf4s50_1,13
sky130_fd_sc_hd__dfrtp_1,17
sky130_fd_sc_hd__dfstp_2,1
sky130_fd_sc_hd__dlxtn_1,1
sky130_fd_sc_hd__ha_1,2
sky130_fd_sc_hd__inv_1,4
sky130_fd_sc_hd__mux2i_1,2
sky130_fd_sc_hd__nand2_1,10
sky130_fd_sc_hd__nand3_1,2
sky130_fd_sc_hd__nand3b_1,1
sky130_fd_sc_hd__nor2_1,11
sky130_fd_sc_hd__nor2_2,1
sky130_fd_sc_hd__nor2_4,1
sky130_fd_sc_hd__nor2b_1,1
sky130_fd_sc_hd__nor3_1,2
sky130_fd_sc_hd__nor3_4,1
sky130_fd_sc_hd__o21ai_0,2
sky130_fd_sc_hd__o21ai_2,1
sky130_fd_sc_hd__o21bai_1,1
sky130_fd_sc_hd__o22ai_1,2
sky130_fd_sc_hd__xnor2_1,7
sky130_fd_sc_hd__xor2_1,2
-- cells by family after synthesis --
group / count (synthesis)
compound gates: 16
buf+inv: 7
fa+ha+maj: 2
xor+xnor: 9
mux: 2
latches: 1
flops: 18
simple gates: 35
-- flip-flops by register name (all words and copies together) (netlist names) --
| register | flops |
|---|---|
| serializer.registers | 8 |
| FSM.current_state | 5 |
| serializer.ser_out | 1 |
| serializer.counter | 4 |
| PARITY_CALC.parity_out | 1 |
-- critical path, cell delays in order (launching register included) --
cell	delay [ns]
sky130_fd_sc_hd__dfrtp_1	0.48
sky130_fd_sc_hd__mux2i_1	0.16
sky130_fd_sc_hd__o21ai_0	0.14
sky130_fd_sc_hd__clkdlybuf4s50_1	0.48
-- report_power, final --
group | switching (W) | total (W) | leakage (nW) | internal (W)
combinational | 0.000156 | 0.000315 | 0.229 | 0.000160
clock | 0.0000676 | 0.000167 | 0.0288 | 0.0000998
sequential | 0.0000594 | 0.000350 | 0.234 | 0.000291
-- worst max path at each step --
| stage | start | slack (ns) | cells past startpoint | endpoint |
|---|---|---|---|---|
| 4_1_cts | FSM.current_state[2] | 1.28 | 3 | TX_OUT |
| 5_1_grt | FSM.current_state[2] | 1.20 | 3 | TX_OUT |
| 6_report | FSM.current_state[2] | 1.29 | 3 | TX_OUT |
Power figures rest on the tool's default switching activity, not on a simulated workload.
